===== flow/design.v =====
`timescale 1ns/1ps
module viterbi_pe #(
  parameter I = 3,             
  parameter W = 20             
)(
  input                       clk,
  input                       rst_n,
  input  [$clog2(I)-1:0]      obs,             
  input  signed [W*I-1:0]     delta_prev_flat,  
  input  signed [W*I-1:0]     logA_col_flat,    
  input  signed [W-1:0]       logB_emit,        
  output reg signed [W-1:0]   delta_out,        
  output reg  [$clog2(I)-1:0] psi_out           
);
  wire signed [W-1:0] delta_prev_0 = delta_prev_flat[W-1:0];
  wire signed [W-1:0] delta_prev_1 = delta_prev_flat[2*W-1:W];
  wire signed [W-1:0] delta_prev_2 = delta_prev_flat[3*W-1:2*W];
  wire signed [W-1:0] logA_col_0 = logA_col_flat[W-1:0];
  wire signed [W-1:0] logA_col_1 = logA_col_flat[2*W-1:W];
  wire signed [W-1:0] logA_col_2 = logA_col_flat[3*W-1:2*W];
  reg signed [W-1:0] best_val_comb;
  reg  [$clog2(I)-1:0] best_idx_comb;
  reg signed [W-1:0] comp_val_0, comp_val_1, comp_val_2;
  always @* begin
    comp_val_0 = delta_prev_0 + logA_col_0;
    comp_val_1 = delta_prev_1 + logA_col_1;
    comp_val_2 = delta_prev_2 + logA_col_2;
  end
  always @* begin
    best_val_comb = comp_val_0;
    best_idx_comb = 0;
    if (comp_val_1 > best_val_comb) begin
      best_val_comb = comp_val_1;
      best_idx_comb = 1;
    end
    if (comp_val_2 > best_val_comb) begin
      best_val_comb = comp_val_2;
      best_idx_comb = 2;
    end
  end
  reg signed [W-1:0] best_val_reg;
  reg  [$clog2(I)-1:0] best_idx_reg;
  always @(posedge clk or negedge rst_n) begin
    if (!rst_n) begin
      best_val_reg <= 0;
      best_idx_reg <= 0;
    end else begin
      best_val_reg <= best_val_comb;
      best_idx_reg <= best_idx_comb;
    end
  end
  always @(posedge clk or negedge rst_n) begin
    if (!rst_n) begin
      delta_out <= 0;
      psi_out   <= 0;
    end else begin
      delta_out <= best_val_reg + logB_emit;
      psi_out   <= best_idx_reg;
    end
  end
endmodule

===== flow/run.sh =====
#!/bin/bash
# OpenROAD 26Q1-2900-gdf79404cd8, Yosys 0.63+post, stock flow scripts
make -C /OpenROAD-flow-scripts/flow DESIGN_CONFIG=/design/flow/config.mk WORK_HOME=/design/flow/orfs finish

===== flow/config.mk =====
export PLATFORM = sky130hd
export DESIGN_NAME = viterbi_pe
export DESIGN_NICKNAME = viterbi_pe
export VERILOG_FILES = /design/flow/design.v
export SDC_FILE = /design/flow/constraint.sdc
export NUM_CORES = 4
export LEC_CHECK = 1
export CORE_UTILIZATION = 30

===== flow/constraint.sdc =====
current_design viterbi_pe

set clk_period 7.5
set clk_io_pct 0.2

create_clock -name clk0 -period $clk_period [get_ports {clk}]

set non_clock_inputs [all_inputs -no_clocks]
set_input_delay [expr $clk_period * $clk_io_pct] -clock clk0 $non_clock_inputs
set_output_delay [expr $clk_period * $clk_io_pct] -clock clk0 [all_outputs]

==> impl_metrics.env <==
# flow metrics
export IMPL_outcome="complete, no violations"
export IMPL_irDropWorstVdd_uv=207.0
export IMPL_drt_first_pass_iters=4
export IMPL_rsz0062_at_grt="yes"
export IMPL_p_leak_uw=0.004692
export IMPL_synth_flops=44
export IMPL_max_stage_delay_ns=0.52
export IMPL_die_width_um=145.8
export IMPL_grt_usage_pct=16.78
export IMPL_fin_crit_ns=7.484
export IMPL_edf_count=0
export IMPL_start_kind="input port"
export IMPL_total_power_uw=3168
export IMPL_pin_count=166
export IMPL_tns_ns=0
export IMPL_dpl_hpwl_mm=14.41
export IMPL_setup_viol=0
export IMPL_diodes=0
export IMPL_cts_tree="yes"
export IMPL_whs_ns=0.3495
export IMPL_antenna_found_initial=0
export IMPL_gp_congestion=0.8873
export IMPL_fmax_mhz=133.6
export IMPL_ant_nets=0
export IMPL_num_rows=52
export IMPL_clkSinkCount=44
export IMPL_cts_made_buffers=5
export IMPL_hp_class="register to register"
export IMPL_ys_warn_count=1
export IMPL_ctsRootBufferMaster="clkbuf_16"
export IMPL_grt_max_degree=45
export IMPL_cp_end_kind="register"
export IMPL_chip_area_um2=21260
export IMPL_timing_final_crit_share_pct=99.79
export IMPL_layout_drive_gt1_share_pct=26.52
export IMPL_fp_util_pct=30.66
export IMPL_worst_pin_slew_ns=0.5582
export IMPL_drv_slew=0
export IMPL_ys_seq_share_pct=17.75
export IMPL_drt_iter0_drc=197
export IMPL_cp_slowest_cell="or4_4"
export IMPL_portBuffers=163
export IMPL_clock_path_buffers=2
export IMPL_slew_headroom_pct=62.79
export IMPL_ff_type="dfrtp_1"
export IMPL_route_detailed_drc=0
export IMPL_fp_dieH_um=145.8
export IMPL_max_cap_violations=0
export IMPL_synth_cells_yosys=743
export IMPL_tool_warnings=28
export IMPL_hold_viol_final=0
export IMPL_clk_pin_slew_ns=0.06
export IMPL_path_common_cell="a21o_1"
export IMPL_synth_area_per_cell_um2=8.351
export IMPL_syn_to_final_growth_pct=64.91
export IMPL_synth_cell_types=64
export IMPL_synth_chip_area_um2=6205
export IMPL_grt_pass1_vias=6128
export IMPL_vias=6542
export IMPL_postSynth_asyncResetShare_pct=100.0
export IMPL_core_area_um2=20230
export IMPL_wirelength_mm=17.76
export IMPL_grt_first_pass_wirelength_mm=28.97
export IMPL_fin_worst_skew_ns=0.007523
export IMPL_critPathMaxFanout=7
export IMPL_wl_per_cell_um=13.25
export IMPL_cts_max_level=2
export IMPL_power_density_nw_per_um2=309.6
export IMPL_arrival_ns=7.66
export IMPL_synth_area_um2=6205
export IMPL_critical_path_class="input port to register"
export IMPL_critPathRequiredTime_ns=7.68
export IMPL_netlist_instances=743
export IMPL_vias_per_cell=4.878
export IMPL_clock_latency_late_pin_ns=0.29
export IMPL_grt_ovfl_total=0
[final timing paths]
path | startpoint | to | slack, ns | cells past startpoint
min in group asynchronous | rst_n | delta_out[3] | 1.28 | 2
max in group asynchronous | rst_n | delta_out[1] | 5.83 | 2
worst min register to register | best_idx_reg[0] | psi_out[0] | 0.35 | 0
worst max-delay path | logA_col_flat[20] | best_val_reg[13] | 0.02 | 33
worst min-delay path | best_idx_reg[0] | psi_out[0] | 0.35 | 0
worst max register to register | best_val_reg[1] | delta_out[19] | 4.58 | 11
[per-layer routing]
metal	part of all wire [%]	GRT usage, %	up-vias	wire [um]
met5	0	0	-	0
met4	0.60	0.8947	0	106
met3	4.2	1.504	8	751
met2	44	27.06	157	7873
met1	51	25.75	2913	9032
li1	-	-	3464	-
[layout make-up]
| cell class | instances | area (um2) |
|---|---|---|
| inverter | 29 | 111.4 |
| tap | 270 | 337.8 |
| fill | 1810 | 10000 |
| sequential | 44 | 1101 |
| multi-input combinational | 653 | 5475 |
| clock inverter | 3 | 18.77 |
| clock buffer | 5 | 125.1 |
| timing repair buffer | 337 | 3063 |
[repair_timing]
action,4_1_cts,5_1_grt
pin swaps,52,54
hold buffers,0,0
endpoints found under the setup margin,22,22
gates resized,64,96
buffers inserted,26,15
cloned,4,0
[placed cells by master, fill, tap and decap left out, types with 22 or more instances in the layout]
master	instances
buf_4	158
xnor2_1	40
nor3_1	23
clkdlybuf4s50_1	138
inv_1	28
a21oi_1	76
ha_1	99
xor2_1	22
o21ai_0	30
nand2_1	39
dfrtp_1	44
a21o_1	29
nor2_1	42
[cell usage after synthesis (5+ instances only)]
| cell type | count | share of area, % |
|---|---|---|
| a211oi_1 | 10 | 1.2 |
| a21o_1 | 29 | 3.5 |
| a21oi_1 | 78 | 6.3 |
| a31oi_1 | 9 | 0.91 |
| and2_1 | 8 | 0.81 |
| and3_1 | 10 | 1.0 |
| and4_1 | 5 | 0.71 |
| clkbuf_1 | 8 | 0.48 |
| dfrtp_1 | 44 | 18 |
| ha_1 | 114 | 23 |
| inv_1 | 29 | 1.8 |
| nand2_1 | 48 | 2.9 |
| nand2b_1 | 9 | 0.91 |
| nand3_1 | 16 | 1.3 |
| nand4_1 | 10 | 1.0 |
| nor2_1 | 47 | 2.8 |
| nor2b_1 | 6 | 0.61 |
| nor3_1 | 30 | 2.4 |
| o211ai_1 | 13 | 1.6 |
| o21ai_0 | 39 | 3.1 |
| o21ai_1 | 5 | 0.40 |
| o21bai_1 | 12 | 1.5 |
| o311ai_1 | 8 | 1.1 |
| o31a_1 | 5 | 0.71 |
| or2_2 | 6 | 0.61 |
| or4_1 | 5 | 0.61 |
| xnor2_1 | 43 | 6.1 |
| xor2_1 | 22 | 3.1 |
[cell families (layout without fill, tap and decap cells)]
family	Yosys count	count (layout)	share of synthesized area, %
flip-flops	44	44	17.75
XOR/XNOR	65	65	9.175
AND-OR/OR-AND	254	254	27.71
buffers and inverters	46	374	3.408
adder cells (fa/ha/maj)	119	119	24.46
multiplexers	2	2	0.3227
AND/OR/NAND/NOR	213	213	17.18
[report_power, final]
part	internal, uW	total, uW	switching [uW]	leakage (uW)
Combinational	1380	2540	1170	0.00410
Clock	123	212	89.8	0.0000736
Sequential	374	413	39.2	0.000515
Total	1870	3170	1300	0.00469
[through the flow]
| step | setup WS [ns] | utilization, % | instance area (um2) | cells |
|---|---|---|---|---|
| finish | 0.01582 | 50.57 | 10230 | 1341 |
| global route | -0.2230 | 50.57 | 10230 | 1341 |
| CTS | 0.02582 | 47.63 | 9638 | 1326 |
| floorplan | 0.008725 | - | 6211 | 743 |
| global placement | -0.8575 | 44.91 | 9087 | 1293 |
| detailed placement | -0.8813 | 44.91 | 9087 | 1293 |
[critical path, delay by kind of cell]
| family | cells | cell delay (ns) |
|---|---|---|
| AOI/OAI and AO/OA | 14 | 2.58 |
| and+or+nand+nor | 7 | 1.49 |
| adders and majority gates | 5 | 1.25 |
| buffers and inverters | 6 | 0.74 |
| xor gates and xnor gates | 1 | 0.09 |
Power figures rest on the tool's default switching activity, not on a simulated workload.
