==> /design/flow/design.v <==
`timescale 1ns/1ps
module viterbi_top #(
    parameter N = 8,    
    parameter I = 3,    
    parameter K = 3,    
    parameter W = 16    
)(
    input                      clk,
    input                      rst_n,
    input                      start,
    input  [2:0]               length,
    input  [1:0]               obs_in,
    input                      obs_valid,
    input  signed [W-1:0]      logA_0,  logA_1,  logA_2,
    input  signed [W-1:0]      logA_3,  logA_4,  logA_5,
    input  signed [W-1:0]      logA_6,  logA_7,  logA_8,
    input  signed [W-1:0]      logC_0,  logC_1,  logC_2,
    input  signed [W-1:0]      logB_0,  logB_1,  logB_2,
    input  signed [W-1:0]      logB_3,  logB_4,  logB_5,
    input  signed [W-1:0]      logB_6,  logB_7,  logB_8,
    output reg [1:0]           path_0,
    output reg [1:0]           path_1,
    output reg [1:0]           path_2,
    output reg [1:0]           path_3,
    output reg [1:0]           path_4,
    output reg [1:0]           path_5,
    output reg [1:0]           path_6,
    output reg [1:0]           path_7,
    output reg                 done
);
  localparam IDLE = 2'd0, FORWARD = 2'd1, BACKWARD = 2'd2, DONE = 2'd3;
  reg [1:0] state;
  reg [2:0] t;                    
  reg [2:0] back_t;               
  reg signed [W-1:0] delta_0, delta_1, delta_2;
  reg [1:0] psi_1_0, psi_1_1, psi_1_2;  
  reg [1:0] psi_2_0, psi_2_1, psi_2_2;  
  reg [1:0] psi_3_0, psi_3_1, psi_3_2;  
  reg [1:0] psi_4_0, psi_4_1, psi_4_2;  
  reg [1:0] psi_5_0, psi_5_1, psi_5_2;  
  reg [1:0] psi_6_0, psi_6_1, psi_6_2;  
  reg [1:0] psi_7_0, psi_7_1, psi_7_2;  
  always @(posedge clk or negedge rst_n) begin
    if (!rst_n) begin
      state <= IDLE;
      done <= 0;
      t <= 0;
      back_t <= 0;
      delta_0 <= 0;
      delta_1 <= 0;
      delta_2 <= 0;
      path_0 <= 0; path_1 <= 0; path_2 <= 0; path_3 <= 0;
      path_4 <= 0; path_5 <= 0; path_6 <= 0; path_7 <= 0;
      psi_1_0 <= 0; psi_1_1 <= 0; psi_1_2 <= 0;
      psi_2_0 <= 0; psi_2_1 <= 0; psi_2_2 <= 0;
      psi_3_0 <= 0; psi_3_1 <= 0; psi_3_2 <= 0;
      psi_4_0 <= 0; psi_4_1 <= 0; psi_4_2 <= 0;
      psi_5_0 <= 0; psi_5_1 <= 0; psi_5_2 <= 0;
      psi_6_0 <= 0; psi_6_1 <= 0; psi_6_2 <= 0;
      psi_7_0 <= 0; psi_7_1 <= 0; psi_7_2 <= 0;
    end else begin
      case (state)
        IDLE: begin
          done <= 0;
          if (start) begin
            case (obs_in)
              2'd0: begin
                delta_0 <= logC_0 + logB_0;   
                delta_1 <= logC_1 + logB_3;   
                delta_2 <= logC_2 + logB_6;   
              end
              2'd1: begin
                delta_0 <= logC_0 + logB_1;   
                delta_1 <= logC_1 + logB_4;   
                delta_2 <= logC_2 + logB_7;   
              end
              2'd2: begin
                delta_0 <= logC_0 + logB_2;   
                delta_1 <= logC_1 + logB_5;   
                delta_2 <= logC_2 + logB_8;   
              end
              default: begin
                delta_0 <= logC_0 + logB_0;
                delta_1 <= logC_1 + logB_3;
                delta_2 <= logC_2 + logB_6;
              end
            endcase
            t <= 1;
            state <= FORWARD;
          end
        end
        FORWARD: begin
          if (t >= length) begin
            if (delta_0 >= delta_1 && delta_0 >= delta_2) begin
              case (length)
                3'd1: path_0 <= 0;
                3'd2: path_1 <= 0;
                3'd3: path_2 <= 0;
                3'd4: path_3 <= 0;
                3'd5: path_4 <= 0;
                3'd6: path_5 <= 0;
                3'd7: path_6 <= 0;
                default: path_7 <= 0;
              endcase
            end else if (delta_1 >= delta_2) begin
              case (length)
                3'd1: path_0 <= 1;
                3'd2: path_1 <= 1;
                3'd3: path_2 <= 1;
                3'd4: path_3 <= 1;
                3'd5: path_4 <= 1;
                3'd6: path_5 <= 1;
                3'd7: path_6 <= 1;
                default: path_7 <= 1;
              endcase
            end else begin
              case (length)
                3'd1: path_0 <= 2;
                3'd2: path_1 <= 2;
                3'd3: path_2 <= 2;
                3'd4: path_3 <= 2;
                3'd5: path_4 <= 2;
                3'd6: path_5 <= 2;
                3'd7: path_6 <= 2;
                default: path_7 <= 2;
              endcase
            end
            back_t <= length - 1;
            state <= BACKWARD;
          end else if (obs_valid) begin
            reg signed [W-1:0] new_delta_0, new_delta_1, new_delta_2;
            reg [1:0] new_psi_0, new_psi_1, new_psi_2;
            reg signed [W-1:0] emission_0, emission_1, emission_2;
            case (obs_in)
              2'd0: begin
                emission_0 = logB_0; emission_1 = logB_3; emission_2 = logB_6;
              end
              2'd1: begin
                emission_0 = logB_1; emission_1 = logB_4; emission_2 = logB_7;
              end
              2'd2: begin
                emission_0 = logB_2; emission_1 = logB_5; emission_2 = logB_8;
              end
              default: begin
                emission_0 = logB_0; emission_1 = logB_3; emission_2 = logB_6;
              end
            endcase
            new_delta_0 = delta_0 + logA_0;  
            new_psi_0 = 0;
            if (delta_1 + logA_3 > new_delta_0) begin  
              new_delta_0 = delta_1 + logA_3;
              new_psi_0 = 1;
            end
            if (delta_2 + logA_6 > new_delta_0) begin  
              new_delta_0 = delta_2 + logA_6;
              new_psi_0 = 2;
            end
            new_delta_0 = new_delta_0 + emission_0;
            new_delta_1 = delta_0 + logA_1;  
            new_psi_1 = 0;
            if (delta_1 + logA_4 > new_delta_1) begin  
              new_delta_1 = delta_1 + logA_4;
              new_psi_1 = 1;
            end
            if (delta_2 + logA_7 > new_delta_1) begin  
              new_delta_1 = delta_2 + logA_7;
              new_psi_1 = 2;
            end
            new_delta_1 = new_delta_1 + emission_1;
            new_delta_2 = delta_0 + logA_2;  
            new_psi_2 = 0;
            if (delta_1 + logA_5 > new_delta_2) begin  
              new_delta_2 = delta_1 + logA_5;
              new_psi_2 = 1;
            end
            if (delta_2 + logA_8 > new_delta_2) begin  
              new_delta_2 = delta_2 + logA_8;
              new_psi_2 = 2;
            end
            new_delta_2 = new_delta_2 + emission_2;
            delta_0 <= new_delta_0;
            delta_1 <= new_delta_1;
            delta_2 <= new_delta_2;
            case (t)
              3'd1: begin
                psi_1_0 <= new_psi_0; psi_1_1 <= new_psi_1; psi_1_2 <= new_psi_2;
              end
              3'd2: begin
                psi_2_0 <= new_psi_0; psi_2_1 <= new_psi_1; psi_2_2 <= new_psi_2;
              end
              3'd3: begin
                psi_3_0 <= new_psi_0; psi_3_1 <= new_psi_1; psi_3_2 <= new_psi_2;
              end
              3'd4: begin
                psi_4_0 <= new_psi_0; psi_4_1 <= new_psi_1; psi_4_2 <= new_psi_2;
              end
              3'd5: begin
                psi_5_0 <= new_psi_0; psi_5_1 <= new_psi_1; psi_5_2 <= new_psi_2;
              end
              3'd6: begin
                psi_6_0 <= new_psi_0; psi_6_1 <= new_psi_1; psi_6_2 <= new_psi_2;
              end
              3'd7: begin
                psi_7_0 <= new_psi_0; psi_7_1 <= new_psi_1; psi_7_2 <= new_psi_2;
              end
            endcase
            t <= t + 1;
          end
        end
        BACKWARD: begin
          if (back_t == 0) begin
            state <= DONE;
            done <= 1;
          end else begin
            case (back_t)
              3'd1: begin
                case (path_1)
                  2'd0: path_0 <= psi_1_0;
                  2'd1: path_0 <= psi_1_1;
                  2'd2: path_0 <= psi_1_2;
                  default: path_0 <= 0;
                endcase
              end
              3'd2: begin
                case (path_2)
                  2'd0: path_1 <= psi_2_0;
                  2'd1: path_1 <= psi_2_1;
                  2'd2: path_1 <= psi_2_2;
                  default: path_1 <= 0;
                endcase
              end
              3'd3: begin
                case (path_3)
                  2'd0: path_2 <= psi_3_0;
                  2'd1: path_2 <= psi_3_1;
                  2'd2: path_2 <= psi_3_2;
                  default: path_2 <= 0;
                endcase
              end
              3'd4: begin
                case (path_4)
                  2'd0: path_3 <= psi_4_0;
                  2'd1: path_3 <= psi_4_1;
                  2'd2: path_3 <= psi_4_2;
                  default: path_3 <= 0;
                endcase
              end
              3'd5: begin
                case (path_5)
                  2'd0: path_4 <= psi_5_0;
                  2'd1: path_4 <= psi_5_1;
                  2'd2: path_4 <= psi_5_2;
                  default: path_4 <= 0;
                endcase
              end
              3'd6: begin
                case (path_6)
                  2'd0: path_5 <= psi_6_0;
                  2'd1: path_5 <= psi_6_1;
                  2'd2: path_5 <= psi_6_2;
                  default: path_5 <= 0;
                endcase
              end
              3'd7: begin
                case (path_7)
                  2'd0: path_6 <= psi_7_0;
                  2'd1: path_6 <= psi_7_1;
                  2'd2: path_6 <= psi_7_2;
                  default: path_6 <= 0;
                endcase
              end
            endcase
            back_t <= back_t - 1;
          end
        end
        DONE: begin
          if (!start) begin
            state <= IDLE;
            t <= 0;
            back_t <= 0;
          end
        end
      endcase
    end
  end
endmodule
==> /design/flow/run.sh <==
#!/bin/bash
# OpenROAD 26Q1-2900-gdf79404cd8, Yosys 0.63+post, stock flow scripts
make -C /OpenROAD-flow-scripts/flow DESIGN_CONFIG=/design/flow/config.mk WORK_HOME=/design/flow/orfs finish
==> /design/flow/config.mk <==
export PLATFORM = sky130hd
export DESIGN_NAME = viterbi_top
export DESIGN_NICKNAME = viterbi_top
export VERILOG_FILES = /design/flow/design.v
export SDC_FILE = /design/flow/constraint.sdc
export NUM_CORES = 4
export LEC_CHECK = 1
export CORE_UTILIZATION = 30
==> /design/flow/constraint.sdc <==
current_design viterbi_top

set clk_period 15.8
set clk_io_pct 0.2

create_clock -name clk0 -period $clk_period [get_ports {clk}]

set non_clock_inputs [all_inputs -no_clocks]
set_input_delay [expr $clk_period * $clk_io_pct] -clock clk0 $non_clock_inputs
set_output_delay [expr $clk_period * $clk_io_pct] -clock clk0 [all_outputs]
==> impl_metrics.json <==
{
  "result_of_the_run": "complete, no violations",
  "tightestPinTransition_ns": 0.820,
  "chipHeight_um": 254,
  "cts.path.max_buffers": 2,
  "number_of_iterations_in_the_first_detailed_routing_pass": 5,
  "finClkSkew_ns": 0.00851,
  "drtIter0Drc": 1288,
  "largest_area_cell": "sky130_fd_sc_hd__ha_1",
  "r2r_end": "delta_1[15]$_DFFE_PN0P_",
  "slew_viol_final": 0,
  "post_cts_buffers": 0,
  "grtUsageMet3": 0.0436,
  "ys_top_cells_by_area": "sky130_fd_sc_hd__ha_1 (22%), sky130_fd_sc_hd__dfrtp_1 (15%), sky130_fd_sc_hd__o21ai_0 (6.7%)",
  "global_route.usage.met1": 0.337,
  "post-dp-hpwl_um": 66800,
  "io_buffer_count": 361,
  "hold_worst_slack_ns": 0.479,
  "critical-path-top-cell-by-count": "sky130_fd_sc_hd__a21oi_1",
  "initial_utilization": 0.303,
  "post_synth_tally_of_flip_flops_with_integrated_enable": 0,
  "cpMaxStageDelayCell": "sky130_fd_sc_hd__a2111oi_0",
  "setup.worst_path.end_class": "flop",
  "remaining_drc_errors": 0,
  "timing.max_cap.violations": 0,
  "worstHoldPathType": "flop to flop",
  "worst_path_largest_cell_delay_ns": 0.52,
  "pin_count": 362,
  "fillCellCount": 6482,
  "path_delay_family": "AND-OR/OR-AND gates",
  "row_count": 92,
  "yosysSeqAreaShare": 0.154,
  "vias_in_the_first_global_route": 18621,
  "clkSinkCount": 117,
  "die_width_um": 254,
  "antenna_cells": 0,
  "arrival_ns": 13.83,
  "placed_cell_area_mm2": 0.0238,
  "clock_tree_from_tritoncts": "built",
  "critical_path.n_buffers_inverters": 3,
  "clockRootBuffer": "sky130_fd_sc_hd__clkbuf_16",
  "cts-buffers-inserted": 17,
  "min_path_cells": 2,
  "layout-area-overhead-vs-synth_pct": 27.3,
  "relSlewSlack": 0.448,
  "netlist_instances": 2470,
  "grt_pass1_wl_um": 116000,
  "clk_pin_slew_worst_paths_ns": 0.06,
  "finalWorstPathRequiredPeriod_ns": 13.52,
  "vias_per_cell": 5.36,
  "setup-tns-final_ns": 0,
  "grt_antenna_before_repair": 2,
  "final.period_utilization": 0.856,
  "routedWlPerCell_um": 21.5,
  "dp.cells": 3634,
  "setup.worst_path.start_class": "input port",
  "timing.final.ws_setup_ns": 2.28,
  "synth.lib_cells_used.distinct": 73,
  "layout_cells_sized_above_1": 0.0404,
  "drt_antenna_net_count": 0,
  "globalRouteOverflowTotal": 0,
  "place_ws_ns": 2.03,
  "grt-busiest-layer": "met2",
  "gr-usage-met2": 0.400,
  "fmax_ghz": 0.0740,
  "criticalPathCategory": "input port to flop",
  "synth.top_cell.area_share": 0.224,
  "whs_endpoint": "psi_1_0[1]$_DFFE_PN0P_",
  "synth_area_per_cell_um2": 7.72,
  "r2r-start": "delta_1[0]$_DFFE_PN0P_",
  "asyncSetResetFlopFracSynth": 1.00,
  "crit_fanout": 27,
  "htree_levels": 4,
  "final_core_utilization": 0.386,
  "setup_viol": 0,
  "total_vias_in_the_final_route": 19634,
  "largest_net_degree_at_the_start_of_global_routing": 86,
  "final-seq-area_mm2": 0.00293,
  "ys_cells": 2470,
  "synth.yosys.chip_area_mm2": 0.0191,
  "crit_required_ns": 16.11,
  "placeableCoreArea_mm2": 0.0630,
  "synth-warning-count": 1,
  "clk_latency_ns": 0.42,
  "hold_viol": 0,
  "final_instance_area_mm2": 0.0243,
  "cts_hold_buf": 0,
  "min-delay-start": "psi_1_0[1]$_DFFE_PN0P_",
  "total_wirelength_of_the_detailed_routed_design_um": 78800,
  "rsz0062_at_grt": "no",
  "worst-r2r-cell-count": 43,
  "postSynth.topFlopCell": "sky130_fd_sc_hd__dfrtp_1",
  "synth_flop_count": 117,
  "final-instance-count-excl-fill": 3665,
  "gp_congestion": 0.997,
  "timing.reg2reg.setup_slack_ns": 4.75,
  "logic_area_mm2": 0.0153,
  "warning_count": 37,
  "post_cts_resize_count": 0,
  "syn-cell-area_mm2": 0.0191,
  "global_route.usage.total": 0.249,
  "die_area_mm2": 0.0646
}
[cell usage after synthesis (24+ instances only)]
| cell | n |
|---|---|
| sky130_fd_sc_hd__ha_1 | 342 |
| sky130_fd_sc_hd__nand2_1 | 259 |
| sky130_fd_sc_hd__o21ai_0 | 254 |
| sky130_fd_sc_hd__a21oi_1 | 178 |
| sky130_fd_sc_hd__inv_1 | 148 |
| sky130_fd_sc_hd__dfrtp_1 | 116 |
| sky130_fd_sc_hd__nor2_1 | 104 |
| sky130_fd_sc_hd__xnor2_1 | 99 |
| sky130_fd_sc_hd__a21o_1 | 78 |
| sky130_fd_sc_hd__clkbuf_1 | 72 |
| sky130_fd_sc_hd__nor3_1 | 62 |
| sky130_fd_sc_hd__nand3_1 | 55 |
| sky130_fd_sc_hd__xor2_1 | 54 |
| sky130_fd_sc_hd__a22oi_1 | 50 |
| sky130_fd_sc_hd__o21a_1 | 50 |
| sky130_fd_sc_hd__nor2b_1 | 48 |
| sky130_fd_sc_hd__a31oi_1 | 36 |
| sky130_fd_sc_hd__mux2i_1 | 33 |
| sky130_fd_sc_hd__o211ai_1 | 32 |
| sky130_fd_sc_hd__a211oi_1 | 28 |
| sky130_fd_sc_hd__and3_1 | 26 |
| sky130_fd_sc_hd__o31ai_1 | 25 |
| sky130_fd_sc_hd__nand4_1 | 24 |
[worst register-to-register path: cells and delay by family, from the launching register on]
family	cells	cell delay [ns]
and+or+nand+nor	10	2.39
adders and majority gates	5	1.70
DFF	1	0.59
xor gates and xnor gates	2	0.46
AOI/OAI and AO/OA	24	5.20
buffers and inverters	2	0.57
[how the worst max path moves through the flow]
stage	to	from	cells past startpoint	slack, ns
after CTS	delta_1[15]$_DFFE_PN0P_	logA_1[0]	43	2.42
after global routing	delta_1[15]$_DFFE_PN0P_	logA_1[0]	43	1.30
final	delta_1[15]$_DFFE_PN0P_	logA_1[0]	43	2.28
[cells by family (layout without fill, tap and decap cells)]
kind of cell             Yosys count  in the layout  synth area share
AND-OR/OR-AND                    892            892             0.300
AND/OR/NAND/NOR                  689            689             0.175
adder cells (fa/ha/maj)          354            354             0.237
buffers and inverters            229            578            0.0453
XOR/XNOR                         153            153            0.0703
flip-flops                       117            117             0.154
multiplexers                      36             36            0.0191
[cell usage in the layout (no fill, tap or decap), drive strengths merged, types with 26 or more instances in the layout]
| cell | instances |
|---|---|
| nand2 | 259 |
| dfrtp | 116 |
| xnor2 | 99 |
| inv | 152 |
| buf | 38 |
| a21oi | 179 |
| ha | 342 |
| nand3 | 55 |
| a22oi | 50 |
| o211ai | 32 |
| o21ai | 258 |
| nor3 | 62 |
| mux2i | 33 |
| and3 | 26 |
| nor2b | 48 |
| xor2 | 54 |
| a31oi | 36 |
| a211oi | 28 |
| nor2 | 104 |
| clkdlybuf4s50 | 360 |
| a21o | 79 |
| o21a | 50 |
[flip-flops by register name, indices dropped and copies added, names as in the netlist, 3 cells and up]
signal / count
delta_0: 16
delta_1: 16
delta_2: 16
state: 4
back_t: 3
t: 3
[cell type report]
type / instances / share of cell area
multi-input combinational: 2124 / 0.631
clock buffer: 17 / 0.0175
inverter: 149 / 0.0230
clock inverter: 14 / 0.00443
timing repair buffer: 398 / 0.160
tap: 846 / 0.0436
sequential: 117 / 0.121
[layer usage]
layer,up-vias,share of wire
met5,-,0.000089
met4,2,0.044
met3,129,0.061
met2,620,0.45
met1,8996,0.44
li1,9887,-
